--- /design/flow/run.sh ---
#!/bin/bash
# OpenROAD 26Q1-2900-gdf79404cd8, Yosys 0.63+post, stock flow scripts
make -C /OpenROAD-flow-scripts/flow DESIGN_CONFIG=/design/flow/config.mk WORK_HOME=/design/flow/orfs finish
--- /design/flow/config.mk ---
export PLATFORM = sky130hd
export DESIGN_NAME = st7920_driver
export DESIGN_NICKNAME = st7920_driver
export VERILOG_FILES = /design/flow/design.v
export SDC_FILE = /design/flow/constraint.sdc
export NUM_CORES = 4
export LEC_CHECK = 1
export CORE_UTILIZATION = 30
export SYNTH_HDL_FRONTEND = slang
export SYNTH_MEMORY_MAX_BITS = 65536
--- /design/flow/constraint.sdc ---
current_design st7920_driver

set clk_period 196.1
set clk_io_pct 0.2

create_clock -name clk0 -period $clk_period [get_ports {sys_clk}]

set non_clock_inputs [all_inputs -no_clocks]
set_input_delay [expr $clk_period * $clk_io_pct] -clock clk0 $non_clock_inputs
set_output_delay [expr $clk_period * $clk_io_pct] -clock clk0 [all_outputs]
--- /design/flow/design.v ---
module st7920_driver (
    input wire sys_clk,
    input wire sys_rst_n_ms,
    output logic lcd_clk,   
    output logic lcd_data,   
    output logic [5:0] led
);
  logic [20:0] counter;
  int c2;
  logic rst;
  logic [7:0] memory[0:1023];
  st7920_serial_driver driver(sys_clk, sys_rst_n_ms, memory, lcd_clk, lcd_data, led);
  initial begin
      rst = 1;
      c2 = 0;
    $readmemb("image.bin", memory);
  end
  always_ff @(posedge sys_clk) begin
    if(counter[20] == 1) begin
        memory[c2] <= memory[c2] ^  8'b11111111;
        c2 <= (c2 + 1) % 1024;
        counter <= 0; 
    end else begin
        counter <= counter + 1;
    end
  end
endmodule
module st7920_serial_driver (
    input wire sys_clk,
    input wire sys_rst_n_ms,
    input wire [7:0] memory_in [0:1023],
    output logic lcd_clk,   
    output logic lcd_data,   
    output logic [5:0] led
);
  logic [$clog2(1024)-1:0] mem_idx;
  logic [7:0] mem_buf;
  logic [7:0] mem_buf2;
  logic [7:0] memory [0:1023];
  logic start;
  logic [9:0] command;
  logic [8:0] counter;
  logic [6:0] y;
  logic [5:0] x;
  int i;
  int c;
  int line_cnt;
  logic [9:0] commands[0:10];
  assign commands[0] = 10'b0000110000;       
  assign commands[1] = 10'b0000001100;       
  assign commands[2] = 10'b0000110110;       
  assign commands[3] = 10'b0000110110;       
  assign commands[4] = {3'b001, y};          
  assign commands[5] = {10'b0010000000};     
  assign led = {sys_rst_n, i[4:0]}; 
  commander com (
      lcd_clk,
      command[9],
      command[8],
      command[7:0],
      start,
      lcd_data
  );
  logic sys_rst_n;
  d_flip_flop dff (
      sys_rst_n_ms,
      sys_clk,
      sys_rst_n
  );
  initial begin
    lcd_clk = 0;
    counter = 0;
    start = 0;
    i = 0;
    c = 0;
    line_cnt = 0;
    y = 0;
    x = 0;
  end
  always_ff @(posedge lcd_clk) begin
    if (sys_rst_n) begin
      if (i == 0 || c >= 24) begin
        if (i < 6) begin
          command <= commands[i];
          i <= i + 1;
          if (i == 4) begin
            y <= y + 1;
          end
        end else begin
          if (line_cnt == 32) begin
            if (x != 0) begin
                command  <= commands[4];
                x <= 0;
            end else begin 
                command  <= commands[5];
                line_cnt <= 0;
                y <= y + 1;
            end
          end else if (y == 33) begin
            command <= commands[0];
            i <= 1;
            y <= 0;
            x <= 0;
            line_cnt <= 0;
          end else begin
            if (line_cnt < 16) begin
                command <= {2'b10, memory[(i-((y-1)*16)-6)]};
            end else  begin
                command <= {2'b10, memory[(i-((y)*16)-6) + 512]};
            end
            i <= i + 1;
            x <= x + 1;
            line_cnt <= line_cnt + 1;
          end
        end
        start <= 1'b1;
        c <= 0;
      end else begin
        start <= 1'b0;
        c <= c + 1;
      end
    end else begin
      start <= 0;
      i <= 0;
      c <= 0;
      line_cnt <= 0;
      y <= 0;
      x <= 0;
    end
  end
  always_ff @(posedge sys_clk) begin
    if (counter[8]) begin
      lcd_clk <= !lcd_clk;
      counter <= 0;
    end else begin
      counter <= counter + 1;
    end
    memory[mem_idx-2] <= mem_buf2;
    mem_buf2 <= mem_buf;
    mem_buf <= memory_in[mem_idx];
    mem_idx <= mem_idx + 1;
  end
endmodule
module d_flip_flop (
    input  wire  data_in,
    input  wire  clk_in,
    output logic data_out
);
  always @(posedge clk_in) begin
    data_out <= data_in;
  end
endmodule
module commander (
    input wire lcd_clk,
    input wire rs,
    input wire rw,
    input wire [7:0] data,
    input wire start,
    output logic lcd_data
);
  int i;
  logic [23:0] full_command_bits;
  localparam num_cycles = 5    + 3    + 16   ;
  always_ff @(posedge lcd_clk) begin
    if (start) begin
      i <= 0;
      full_command_bits <= {5'b11111, rw, rs, 1'b0, data[7:4], 4'b0000, data[3:0], 4'b0000};
    end else if (i < num_cycles) begin
      lcd_data <= full_command_bits[23];
      full_command_bits <= full_command_bits << 1;
      i <= i + 1;
    end
  end
endmodule
==> flow_summary.json <==
{
  "drt-vias-per-instance": 5.40,
  "cts_buffers": 1651,
  "drt_wl_total_um": 2130000,
  "run_status": "complete, but fails checks",
  "ir_drop_mv": 0.00882,
  "crit_path_max_incr_delay_ns": 0.71,
  "yosys.stat.seqShare_pct": 70.6,
  "rows": 562,
  "cts-root-buf": "clkbuf_16",
  "unclocked_pins": 172,
  "yosysTopAreaCell": "edfxtp_1",
  "clk_path_buf_depth": 6,
  "tightest_slew_ns": 1.50,
  "fp_util_pct": 30.1,
  "fillers": 213000,
  "setup_viol": 0,
  "fp.dieH_um": 1530,
  "worstSetupEndpointType": "primary output",
  "hpwlAfterDp_um": 1360000,
  "r2r-end": "memory[1666]",
  "tool_warnings": 121,
  "drive_above_1_share_pct": 33.2,
  "r2r_cells": 20,
  "min_path_cells": 0,
  "maxSlewViolCount": 2,
  "synth_stat.cells": 32500,
  "regToRegSetupSlack_ns": 184.60,
  "rsz0062_at_grt": "false",
  "detail_route.wl_per_cell_um": 32.0,
  "grt_pass1_vias": 405000,
  "drv_cap": 1,
  "cp.arrival_ns": 2.82,
  "cp_num_buf_inv": 1,
  "synthCells": 32500,
  "untimed_endpoints": 198,
  "synthesis.area_um2": 704000,
  "htreeDepth": 7,
  "overflow": 0,
  "drc_errors": 0,
  "grt_usage_pct": 19.3,
  "top_cell": "edfxtp_1",
  "top_cell_area_share_pct": 70.0,
  "period_needed_ns": 42.04,
  "holdPathEnd": "driver.mem_buf2[1]",
  "ff_type": "edfxtp_1",
  "cpMaxStageDelayCell": "dfxtp_1",
  "drt_iter0_markers": 24300,
  "core-area_um2": 2340000,
  "top_cells_by_count": "edfxtp_1, mux4_2, nor2_1, o22ai_1, clkbuf_1",
  "netlist-cell-type-count": 84,
  "yosys-top-cells-area": "edfxtp_1, mux4_2, nor2_1",
  "gp_congestion": 0.933,
  "num_vias": 358000,
  "relSlewSlack_pct": -0.929,
  "cts_hold_buf": 0,
  "yosys_warnings": 50,
  "hold_start": "driver.mem_buf[1]",
  "crit_path_start_kind": "register",
  "io_buffer_count": 9,
  "ys_area_um2": 704000,
  "worstSkewPairLatency_ns": 1.68,
  "cp_max_fo": 17,
  "clock_skew_ns": 0.356,
  "grt_max_degree": 148,
  "drt.antenna.violating_nets": 0,
  "critPathTopFamily": "flip-flops",
  "avgSynthCellArea_um2": 21.7,
  "mi_logic_area_um2": 196000,
  "critPathKind": "register to primary output",
  "worstPathCellList": "clkdlybuf4s50_1",
  "synth-edff-count": 16400,
  "p_per_area_nw_per_um2": 8.64,
  "hold_viol_final": 0,
  "worstReg2RegStart": "c2[0]",
  "violations": "capacitance limit, slew limit",
  "cellLeakagePower_uw": 0.275,
  "die_area_um2": 2350000,
  "regArea_um2": 497000,
  "cts_setup_buffers": 0,
  "clk_pin_slew_ns": 0.06,
  "hold_ws_ns": 0.358,
  "tritoncts": "built",
  "dr.pass1.iters": 6,
  "ys.flops": 16600,
  "fmax_ghz": 0.0238,
  "die-width_um": 1530,
  "syn_to_final_growth_pct": 13.8,
  "finalSetupTns_ns": 0,
  "hold_path_class": "register to register",
  "ios": 10,
  "cts.repair.resized": 0,
  "antenna_found_initial": 213,
  "required_ns": 156.88,
  "finalCritPeriodShare_pct": 21.4,
  "synthArstFlopShare_pct": 0,
  "grt_pass1_wl_um": 2990000
}
per-stage QoR:
step / area, um^2 / setup slack [ns] / total power (uW) / utilization (%) / instances
global route: 801000 / 153.88 / 7100 / 34.2 / 66200
finish: 801000 / 154.06 / 6930 / 34.2 / 66400
global placement: 747000 / 155.58 / 3880 / 31.9 / 63000
CTS: 800000 / 153.88 / 6970 / 34.2 / 66000
floorplan: 704000 / 154.62 / 3880 / - / 32500
detailed placement: 747000 / 155.58 / 3880 / 31.9 / 63000
worst register-to-register path: stages, from the launching register on:
cell and delay (ns):
edfxtp_1 0.35, buf_4 0.56, buf_4 0.68, buf_4 0.69
buf_4 0.66, buf_4 0.67, buf_4 0.60, mux4_2 0.60
o22ai_1 0.35, nor4_1 0.22, buf_4 0.18, mux4_2 0.68
o22ai_1 0.35, a21oi_1 0.14, o21ai_4 0.25, buf_4 0.62
buf_4 0.67, buf_4 0.76, buf_4 0.79, buf_4 0.67
buf_4 0.56
report_power, final:
part           internal, uW  leakage, uW  switching (uW)
Clock                  1760       0.0258            1360
Combinational         0.111       0.0565           0.339
Sequential             3810        0.193          0.0552
Total                  5570        0.275            1360
registers in the layout, summed over array words and instances (netlist names), 10 cells and up:
| signal | cells |
|---|---|
| driver.i | 32 |
| driver.com.i | 32 |
| driver.com.full_command_bits | 20 |
| driver.line_cnt | 32 |
| driver.c | 32 |
| memory | 8192 |
| c2 | 11 |
| counter | 21 |
| driver.mem_idx | 10 |
| driver.memory | 8192 |
placed cells by master (no fill, tap or decap), types with 188 or more instances in the layout:
cell / n
nor2_1: 2343
clkinv_1: 366
mux2i_1: 375
clkbuf_1: 334
diode_2: 396
buf_4: 1819
dfxtp_1: 188
nor4_1: 255
mux4_2: 7156
edfxtp_1: 16400
clkbuf_16: 1662
nand2_1: 662
o22ai_1: 1100
clkinv_2: 327
worst max path at each step:
stage                  startpoint  endpoint  slack, ns  cells after the start
global route  driver.dff.data_out    led[5]     153.88                      1
finish        driver.dff.data_out    led[5]     154.06                      1
CTS           driver.dff.data_out    led[5]     153.88                      1
logic make-up after synthesis:
group / synth area share, %
AND-OR/OR-AND: 1.57
buffers and inverters: 1.78
adder cells (fa/ha/maj): 0.0924
flip-flops: 70.6
XOR/XNOR: 0.197
AND/OR/NAND/NOR: 2.32
multiplexers: 23.5
layer usage:
metal	wire, um	global-route usage, %
met5	9830	3.65
met4	110000	8.01
met3	439000	18.4
met2	977000	28.0
met1	593000	17.7
final cells by class:
type | instances | area share, %
antenna | 396 | 0.124
clock buffer | 2001 | 5.36
clock inverter | 1018 | 1.26
inverter | 77 | 0.0389
multi-input combinational | 13400 | 24.5
sequential | 16600 | 62.1
tap | 31000 | 4.84
timing repair buffer | 1890 | 1.86
Power and IR drop assume default switching activity.
